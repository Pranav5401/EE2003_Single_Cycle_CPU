### /design/flow/run.sh
#!/bin/bash
# OpenROAD 26Q1-2900-gdf79404cd8, Yosys 0.63+post, stock flow scripts
make -C /OpenROAD-flow-scripts/flow DESIGN_CONFIG=/design/flow/config.mk WORK_HOME=/design/flow/orfs finish
### /design/flow/config.mk
export PLATFORM = sky130hd
export DESIGN_NAME = cpu
export DESIGN_NICKNAME = cpu
export VERILOG_FILES = /design/flow/design.v
export SDC_FILE = /design/flow/constraint.sdc
export NUM_CORES = 4
export LEC_CHECK = 1
export CORE_AREA = 10 10 709 709
export DIE_AREA = 0 0 719 719
### /design/flow/constraint.sdc
current_design cpu

set clk_period 33.6
set clk_io_pct 0.2

create_clock -name clk0 -period $clk_period [get_ports {clk}]

set non_clock_inputs [all_inputs -no_clocks]
set_input_delay [expr $clk_period * $clk_io_pct] -clock clk0 $non_clock_inputs
set_output_delay [expr $clk_period * $clk_io_pct] -clock clk0 [all_outputs]
### /design/flow/design.v
module cpu (
    input clk, 
    input reset,
    output [31:0] iaddr,
    input [31:0] idata,
    output [31:0] daddr,
    input [31:0] drdata,
    output [31:0] dwdata,
    output [3:0] dwe,
    output [32*32-1:0] registers
);
    reg [31:0] iaddr;
    reg [31:0] daddr;
    reg [31:0] dwdata;
    reg [3:0]  dwe;
    reg [31:0] register_file[0:31];  
    reg [31:0] iaddr_d, daddr_q, dwdata_q; 
    reg [3:0] dwe_q;
    reg branch,branch_q;  
    reg we, we_q;
    reg [4:0] reg_file_addr, reg_file_addr_q;
    reg [31:0] register_file_in, register_file_in_q;
    assign registers = {register_file[31], register_file[30], register_file[29], register_file[28], register_file[27], register_file[26], register_file[25], register_file[24], register_file[23], register_file[22], register_file[21], register_file[20], register_file[19], register_file[18], register_file[17], register_file[16], register_file[15], register_file[14], register_file[13], register_file[12], register_file[11], register_file[10], register_file[9], register_file[8], register_file[7], register_file[6], register_file[5], register_file[4], register_file[3], register_file[2], register_file[1], register_file[0]};
    integer i; 
    always @(posedge clk) begin
        if(reset) begin
            iaddr <= 0;
            for(i=0; i<32; i=i+1) begin
                register_file[i] <= 0;
            end
            daddr_q <= 0;
            dwdata_q <= 0;
            dwe_q <= 0;
            branch_q <= 0;
            we_q <= 0;
            reg_file_addr_q <= 0;
            register_file_in_q <= 0;
        end else begin 
            if(branch == 1)
                iaddr <= iaddr_d;
            else
                iaddr <= iaddr_d + 4;
            daddr_q <= daddr;
            if(reg_file_addr == 0)
                register_file[reg_file_addr] <= 0;
            else if(we) begin 
                register_file[reg_file_addr] <= register_file_in;
            end
            dwdata_q <= dwdata;
            dwe_q <= dwe;
            we_q <= we;
            reg_file_addr_q <= reg_file_addr;
            register_file_in_q <= register_file_in;
        end
    end
    always @(*) begin
            branch = branch_q;
            iaddr_d = iaddr;
            daddr = daddr_q;
            we = we_q;
            dwdata = dwdata_q;
            dwe = dwe_q;
            reg_file_addr = reg_file_addr_q;
            register_file_in = register_file_in_q;
        if(idata[1:0] == 'b11) begin
			if(idata[6:2] == 'b00000) begin
				if({idata[14:12]} == 'b000) begin
				    daddr = register_file[idata[19:15]] + {{20{idata[31]}},idata[31:20]};
				    reg_file_addr = idata[11:7]; 
				    register_file_in ={{24{drdata[7]}},drdata[7:0]};
				    dwe = 0;
				    we = 1;
				end
				if({idata[14:12]} == 'b001) begin
				    daddr = register_file[idata[19:15]] + {{20{idata[31]}},idata[31:20]};
				    reg_file_addr = idata[11:7]; 
				    register_file_in ={{16{drdata[15]}},drdata[15:0]};
				    dwe = 0;
				    we = 1;
				end
				if({idata[14:12]} == 'b010) begin
				    daddr = register_file[idata[19:15]] + {{20{idata[31]}},idata[31:20]};
				    reg_file_addr = idata[11:7]; 
				    register_file_in =drdata[31:0];
				    dwe = 0;
				    we = 1;
				end
				if({idata[14:12]} == 'b100) begin
				    daddr = register_file[idata[19:15]] + {{20{idata[31]}},idata[31:20]};
				    reg_file_addr = idata[11:7]; 
				    register_file_in ={{24{1'b0}},drdata[7:0]};
				    dwe = 0;
				    we = 1;
				end
				if({idata[14:12]} == 'b101) begin
				    daddr = register_file[idata[19:15]] + {{20{idata[31]}},idata[31:20]};
				    reg_file_addr = idata[11:7]; 
				    register_file_in ={{16{1'b0}},drdata[15:0]};
				    dwe = 0;
				    we = 1;
				end
			end	
			if(idata[6:2] == 'b01000) begin	
				if({idata[14:12]} == 'b000) begin
				    daddr = register_file[idata[19:15]] + {{20{idata[31]}},idata[31:25],idata[11:7]};
				    if(daddr % 4 == 0) begin dwe[0] = 1'b1; dwdata[7:0] = (daddr==0)?0:register_file[idata[24:20]][7:0]; end
				    if(daddr % 4 == 1) begin dwe[1] = 1'b1; dwdata[15:8] = (daddr==0)?0:register_file[idata[24:20]][7:0]; end
				    if(daddr % 4 == 2) begin dwe[2] = 1'b1; dwdata[23:16] = (daddr==0)?0:register_file[idata[24:20]][7:0]; end
				    if(daddr % 4 == 3) begin dwe[3] = 1'b1; dwdata[31:23] = (daddr==0)?0:register_file[idata[24:20]][7:0]; end
				    we = 0;
				end
				if({idata[14:12]} == 'b001) begin
				    we = 0;
				    daddr = register_file[idata[19:15]] + {{20{idata[31]}},idata[31:25],idata[11:7]};
				    if(daddr % 4 == 0) begin dwe[1:0] = 2'b11; dwdata[15:0] = (daddr==0)?0:register_file[idata[24:20]][15:0]; end
				    if(daddr % 4 == 2) begin dwe[3:2] = 2'b11; dwdata[31:16] = (daddr==0)?0:register_file[idata[24:20]][15:0]; end
				end
				if({idata[14:12]} == 'b010) begin
				    daddr = register_file[idata[19:15]] + {{20{idata[31]}},idata[31:25],idata[11:7]};
				    we = 0;
				    dwe = 4'b1111;
				    dwdata = (daddr==0)?0:register_file[idata[24:20]];
				end
			end
		    if(idata[6:2] == 'b01101) begin 
		        reg_file_addr = idata[11:7]; 
		        register_file_in ={idata[31:12],{12{1'b0}}};
		        dwe = 0;
		        we = 1;
		    end
		    if(idata[6:2] == 'b00101) begin
		        reg_file_addr = idata[11:7]; 
		        register_file_in =iaddr_d + {idata[31:12],{12{1'b0}}};
		        dwe = 0;
		        we = 1;
		    end
		    if(idata[6:2] == 'b00100) begin
				if({idata[14:12]} == 'b000) begin
				    reg_file_addr = idata[11:7]; 
				    register_file_in =register_file[idata[19:15]] + {{20{idata[31]}},idata[31:20]};
				    dwe = 0;
				    we = 1;
				end
				if({idata[14:12]} == 'b010) begin 
				    reg_file_addr = idata[11:7]; 
				    register_file_in =$signed(register_file[idata[19:15]])<$signed({{20{idata[31]}},idata[31:20]})?{{31{1'b0}},1'b1}:{32{1'b0}};
				    dwe = 0;
				    we = 1;
				end
				if({idata[14:12]} == 'b011) begin 
				    reg_file_addr = idata[11:7]; 
				    register_file_in =register_file[idata[19:15]]<{{20{1'b0}},idata[31:20]}?{{31{1'b0}},1'b1}:{32{1'b0}};
				    dwe = 0;
				    we = 1;
				end
				if({idata[14:12]} == 'b100) begin
				    reg_file_addr = idata[11:7]; 
				    register_file_in =register_file[idata[19:15]] ^ {{20{idata[31]}},idata[31:20]};
				    dwe = 0;
				    we = 1;
				end
				if({idata[14:12]} == 'b110) begin
				    reg_file_addr = idata[11:7]; register_file_in =register_file[idata[19:15]] | {{20{idata[31]}},idata[31:20]};
				    dwe = 0;
				    we = 1;
				end
				if({idata[14:12]} == 'b111) begin
				    reg_file_addr = idata[11:7]; register_file_in =register_file[idata[19:15]] & {{20{idata[31]}},idata[31:20]};
				    dwe = 0;
				    we = 1;
				end
				if({idata[31:25],idata[14:12]} == 'b0000000001) begin
				    reg_file_addr = idata[11:7]; 
				    register_file_in =register_file[idata[19:15]] << idata[24:20];
				    dwe = 0;
				    we = 1;
				end
				if({idata[31:25],idata[14:12]} == 'b0000000101) begin
				    reg_file_addr = idata[11:7]; 
				    register_file_in =register_file[idata[19:15]] >> idata[24:20];
				    dwe = 0;
				    we = 1;
				end
				if({idata[31:25],idata[14:12]} == 'b0100000101) begin
				    reg_file_addr = idata[11:7]; 
				    register_file_in =register_file[idata[19:15]] >>> idata[24:20];
				    dwe = 0;
				    we = 1;
				end
			end	
			if(idata[6:2] == 'b01100) begin	
				if({idata[31:25],idata[14:12]} == 'b0000000000) begin
				    reg_file_addr = idata[11:7]; 
				    register_file_in = register_file[idata[19:15]] + register_file[idata[24:20]];
				    dwe = 0;
				    we = 1;
				end
				if({idata[31:25],idata[14:12]} == 'b0100000000) begin
				    reg_file_addr = idata[11:7]; 
				    register_file_in = register_file[idata[19:15]] - register_file[idata[24:20]];
				    dwe = 0;
				    we = 1;
				end
				if({idata[31:25],idata[14:12]} == 'b0000000001) begin
				    reg_file_addr = idata[11:7]; 
				    register_file_in = register_file[idata[19:15]] << register_file[idata[24:20]][4:0];
				    dwe = 0;
				    we = 1;
				end
				if({idata[31:25],idata[14:12]} == 'b0000000010) begin
				    reg_file_addr = idata[11:7]; 
				    register_file_in = $signed(register_file[idata[19:15]])<$signed(register_file[idata[24:20]])?{{31{1'b0}},1'b1}:{32{1'b0}};
				    dwe = 0;
				    we = 1;
				end
				if({idata[31:25],idata[14:12]} == 'b0000000011) begin
				    reg_file_addr = idata[11:7]; 
				    register_file_in = register_file[idata[19:15]]<register_file[idata[24:20]]?{{31{1'b0}},1'b1}:{32{1'b0}};
				    dwe = 0;
				    we = 1;
				end
				if({idata[31:25],idata[14:12]} == 'b0000000100) begin
				    reg_file_addr = idata[11:7]; 
				    register_file_in = register_file[idata[19:15]] ^ register_file[idata[24:20]];
				    dwe = 0;
				    we = 1;
				end
				if({idata[31:25],idata[14:12]} == 'b0000000101) begin
				    reg_file_addr = idata[11:7]; 
				    register_file_in = register_file[idata[19:15]] >> register_file[idata[24:20]];
				    dwe = 0;
				    we = 1;
				end
				if({idata[31:25],idata[14:12]} == 'b0100000101) begin
				    reg_file_addr = idata[11:7];
				    register_file_in = register_file[idata[19:15]] >>> register_file[idata[24:20]];
				    dwe = 0;
				    we = 1;
				end
				if({idata[31:25],idata[14:12]} == 'b0000000110) begin
				    reg_file_addr = idata[11:7]; 
				    register_file_in = register_file[idata[19:15]] | register_file[idata[24:20]];
				    dwe = 0;
				    we = 1;
				end
				if({idata[31:25],idata[14:12]} == 'b0000000111) begin
				    reg_file_addr = idata[11:7];
				    register_file_in = register_file[idata[19:15]] & register_file[idata[24:20]];
				    dwe = 0;
				    we = 1;
				end
			end	
		    if(idata[6:0] == 7'b1101111) begin
		        reg_file_addr = idata[11:7];
		        register_file_in =(reg_file_addr==0)?0:iaddr_d + 4;
		        iaddr_d = iaddr + {{12{idata[31]}},idata[19:12],idata[20],idata[30:21],1'b0};
		        branch = 1;
		        dwe = 0;
		        we = 1;
		    end
		    if({idata[14:12],idata[6:0]} == 10'b0001100111) begin
		        reg_file_addr = idata[11:7]; 
		        register_file_in =(reg_file_addr==0)?0:iaddr_d + 4;
		        iaddr_d = (register_file[idata[19:15]] + {{20{idata[31]}},idata[31:20]})&~1; 
		        branch = 1;
		        dwe = 0;
		        we = 1;
		    end
		    if({idata[14:12],idata[6:0]} == 10'b0001100011) begin
		        if(register_file[idata[24:20]] == register_file[idata[19:15]]) begin 
		            iaddr_d = iaddr_d + {{20{idata[31]}},idata[7],idata[30:25],idata[11:8],1'b0};
		            branch = 1;
		        end
		        dwe = 0;
		        we = 0;
		    end
		    if({idata[14:12],idata[6:0]} == 10'b0011100011) begin
		        if((register_file[idata[24:20]] > register_file[idata[19:15]]) || (register_file[idata[24:20]] < register_file[idata[19:15]])) begin 
		            iaddr_d = iaddr_d + {{20{idata[31]}},idata[7],idata[30:25],idata[11:8],1'b0};
		            branch = 1;
		        end 
		        dwe = 0;
		        we = 0;
		    end
		    if({idata[14:12],idata[6:0]} == 10'b1001100011) begin
		        if($signed(register_file[idata[19:15]]) < $signed(register_file[idata[24:20]])) begin
		            iaddr_d = iaddr_d + {{20{idata[31]}},idata[7],idata[30:25],idata[11:8],1'b0};
		            branch = 1;
		        end 
		        dwe = 0;
		        we = 0;
		    end
		    if({idata[14:12],idata[6:0]} == 10'b1011100011) begin
		        if($signed(register_file[idata[19:15]]) >= $signed(register_file[idata[24:20]])) begin 
		            iaddr_d = iaddr_d + {{20{idata[31]}},idata[7],idata[30:25],idata[11:8],1'b0};
		            branch = 1;
		        end
		        dwe = 0;
		        we = 0;
		    end
		    if({idata[14:12],idata[6:0]} == 10'b1101100011) begin
		        if(register_file[idata[19:15]] < register_file[idata[24:20]]) begin 
		            iaddr_d = iaddr_d + {{20{idata[31]}},idata[7],idata[30:25],idata[11:8],1'b0};
		            branch = 1;
		        end 
		        dwe = 0;
		        we = 0;
		    end
		    if({idata[14:12],idata[6:0]} == 10'b1111100011) begin
		        if(register_file[idata[19:15]] >= register_file[idata[24:20]]) begin 
		            iaddr_d = iaddr_d + {{20{idata[31]}},idata[7],idata[30:25],idata[11:8],1'b0};
		            branch = 1;
		        end 
		        dwe = 0;
		        we = 0;
		    end
		end	    
    end 
endmodule
==> notes.org <==
#+TITLE: Implementation results

** Run status
- The flow ran to the end, and the final reports show no timing, DRC or antenna violations.

** Yosys
- Flip-flops with a built-in enable :: 1024
- Number of storage elements in the synthesis netlist :: 1161
- Syn. warnings :: 1
- Per the post-synthesis report, the number of cells in the design is 10300.
- Unique masters post-synth :: 117
- Summing the sequential cell areas from Yosys gives 34.7% of the chip area.
- For this run, the chip area from Yosys synthesis comes to 96600 sq um.
- Number of cells in the yosys synthesis report :: 10300
- Summing every instance area after synthesis gives 96600 sq um.
- In this run the mean area of a mapped cell was 9.37 sq um.
- Among all flip-flop cells after synthesis, the most frequent one is sky130_fd_sc_hd__edfxtp_1.
- Of all flip-flops after synthesis, the portion carrying an async set or reset was 0%.

** Die
- The total area inside the core boundary comes to 487000 sq um.
- Vertical die dimension :: 719 microns
- Horiz. Die Dim :: 719 microns
- Die area :: 517000 sq um
- Number of top-level design ports :: 1190
- Floorplan Utilization :: 19.8%
- Row generation in the floorplan step produced 256 rows.

** Route
- Number of remaining DRC errors :: 0
- Per the detail_route report, vias per standard cell equal 5.66.
- After the first detailed-routing iteration, the DRC count stood at 11000.
- In the final routed layout, each cell accounts on average for 46.2 microns.
- Vias after detailed routing :: 103000
- The wire length recorded after detailed routing is 842000 microns.
- Number of routed nets with antenna violations :: 0
- According to the report, the first pass of detailed routing completed in 9 iterations.

** Final timing
- Final TNS setup :: 0 ps
- Fraction of the cycle the final worst path needs :: 74.4%
- The flow reports an fmax of 40.0 MHz.
- Post-route clock skew :: 140 ps
- The final hold violation count recorded for this run is 0.
- Across all setup checks in the final design, the least slack found is 8600 ps.
- Setup repair after global routing left no endpoint under its margin.
- Per the slew report, the remaining headroom to the max-slew limit stands at 10.7%.
- Least-Margin Pin Slew :: 1340 ps
- Final Max Tran Viols :: 0
- Per the finish-stage timing summary, setup violations number 0.
- Worst hold slack after final layout :: 460 ps
- Minimum period implied by the final worst setup slack :: 25000 ps

** Pwr
- The worst-case IR drop observed on VDD is 0.0392 mV.
- For this design the ratio of total power to cell area is 41.3 nW/um^2.
- For this design the static power due to leakage is 45.8 nW.

** Setup path
- The critical path in this run is classified as in -> reg.
- Maximum fanout encountered on the critical timing path :: 66
- Arrival time worst endpoint :: 25750 ps
- Per STA, the highest per-stage delay on the worst path measures 750 ps.
- Crit-path slowest cell :: sky130_fd_sc_hd__a2111oi_0
- The worst setup path is launched from an input pin.
- Critical path required time :: 34350 ps
- The most numerous cell type found on the critical path is sky130_fd_sc_hd__ha_1.
- Critical path endpoint category :: register

** GRT
- Vias in the first global route :: 100000
- Entering global routing, the biggest net connects 77 pins.
- Overall routing resource usage recorded by global route was 32.3%.
- The first global-routing pass estimated 1070000 microns of wire.
- The initial antenna violation count came to 128.
- After global routing the overflow that remains totals 0.

** Clock network
- CTS resizes :: 0
- At the later pin of the worst-skew pair, clock insertion delay measures 970 ps.
- Buffers inserted to repair hold after CTS numbered 0.
- Clock slew at the register clock pins of the worst setup and hold paths :: 70 ps
- Number of buffers on the longest clock path :: 4
- Total CTS buffers :: 150
- Post-CTS setup buffer count :: 0
- TritonCTS built the clock tree.
- In this run the number of H-tree levels came out at 4.
- Clock tree synthesis selected as its root buffer the cell sky130_fd_sc_hd__clkbuf_16.
- The tree built by TritonCTS fans out to 1161 sinks.

** Layout
- Fill count :: 51600
- The layout summary lists the proportion of cells stronger than drive strength 1 as 14.8%.
- At the end of the flow the core is filled with cells to 25.7%.
- The area growth from synthesis to layout is 29.3%.
- With fillers left out, the area of the finished cells amounts to 125000 sq um.

** Min path
- According to the hold report, the worst path is of the reg -> reg type.

** Placed design
- Detailed placement reports a standard cell area of 120000 sq um.
- RD Place Congestion :: 1.08
- Pre-CTS worst setup slack :: 8000 ps
- Input and output buffers added on the ports amount to 1188.
- Half-perimeter wire length after placement :: 673000 microns

** Flow run
- Tool warnings :: 161
- Number of max-cap violations :: 0
stage by stage:
stage / std cells / power [mW]
3_3_place_gp: 17900 / 3.43
3_5_place_dp: 17900 / 3.41
4_1_cts: 18200 / 5.11
5_1_grt: 18200 / 5.25
6_report: 18200 / 5.16
2_1_floorplan: 10300 / 2.46
cells in the final DEF, fill, tap and decap left out, drive strengths merged, types with 103 or more instances in the layout:
| master | synthesis | routed |
|---|---|---|
| mux4 | 410 | 410 |
| nand2 | 776 | 776 |
| nor2b | 189 | 189 |
| clkbuf | 476 | 179 |
| a22oi | 240 | 240 |
| nor3 | 236 | 236 |
| nor2 | 1624 | 1624 |
| o22ai | 107 | 107 |
| a21oi | 600 | 600 |
| nand3 | 211 | 211 |
| clkdlybuf4s50 | 0 | 1168 |
| a31oi | 106 | 106 |
| buf | 301 | 729 |
| edfxtp | 1024 | 1024 |
| xor2 | 114 | 114 |
| mux2i | 522 | 522 |
| o211ai | 107 | 107 |
| o21a | 103 | 103 |
| a211oi | 134 | 134 |
| a21o | 157 | 157 |
| o21ai | 522 | 522 |
| inv | 224 | 233 |
| ha | 428 | 428 |
| xnor2 | 182 | 182 |
| dfxtp | 137 | 137 |
sequential cells by signal, indices dropped and copies added, names as in the netlist:
signal	count
register_file	1024
register_file_in_q	32
dwe_q	4
daddr_q	32
reg_file_addr_q	5
dwdata_q	32
we_q	1
iaddr	31
report_power, final:
part	leakage, nW	internal (mW)	switching, mW	total, mW
Combinational	31.8	0.538	1.20	1.74
Clock	2.37	0.958	0.748	1.71
Sequential	11.7	1.62	0.0912	1.71
logic make-up after synthesis:
group / synth area share, %
other: 0.00388
buffers and inverters: 4.46
adders and majority gates: 5.80
AOI/OAI and AO/OA: 19.8
and+or+nand+nor: 17.0
muxes: 15.5
xor gates and xnor gates: 2.69
DFF: 34.7
worst max-delay path, delay by kind of cell:
| kind | cells | cell delay [ps] |
|---|---|---|
| AND-OR/OR-AND | 28 | 8450 |
| XOR/XNOR | 4 | 670 |
| adder cells (fa/ha/maj) | 7 | 2660 |
| buffers and inverters | 6 | 3010 |
| multiplexers | 1 | 380 |
| AND/OR/NAND/NOR | 17 | 3680 |
Yosys cell counts (all sizes together) (36+ instances only):
| cell | n | area, sq um |
|---|---|---|
| mux2i | 522 | 5230 |
| nand2b | 76 | 475 |
| o21ai | 522 | 2620 |
| a21oi | 600 | 3020 |
| mux4 | 410 | 9230 |
| nand3 | 211 | 1060 |
| o211ai | 107 | 808 |
| a2111oi | 42 | 388 |
| and2 | 57 | 357 |
| o21bai | 42 | 319 |
| nor2b | 189 | 1180 |
| nor4 | 74 | 497 |
| a221oi | 70 | 613 |
| edfxtp | 1024 | 30700 |
| a31oi | 106 | 682 |
| o21a | 103 | 773 |
| a22oi | 240 | 1810 |
| a21o | 157 | 1180 |
| o22ai | 107 | 676 |
| o31ai | 54 | 415 |
| o221ai | 47 | 412 |
| a221o | 47 | 470 |
| nor2 | 1624 | 6100 |
| and3 | 60 | 375 |
| buf | 301 | 1670 |
| or2 | 41 | 257 |
| ha | 428 | 5360 |
| nand4 | 76 | 475 |
| a22o | 36 | 324 |
| a211oi | 134 | 1050 |
| nand2 | 776 | 2920 |
| nor3 | 236 | 1200 |
| dfxtp | 137 | 2740 |
| xor2 | 114 | 998 |
| clkbuf | 476 | 1790 |
| or3 | 46 | 288 |
| xnor2 | 182 | 1590 |
| mux2 | 48 | 541 |
| inv | 224 | 841 |
layer usage:
| metal | share of wire [%] | GRT usage [%] | wire length [microns] |
|---|---|---|---|
| met1 | 36 | 36.9 | 299000 |
| met2 | 43 | 46.8 | 358000 |
| met3 | 13 | 16.6 | 109000 |
| met4 | 9.0 | 22.2 | 75500 |
| met5 | 0.12 | 0.943 | 1010 |
layout make-up:
| type | count | area, sq um | area share (%) |
|---|---|---|---|
| clock inverters | 90 | 1030 | 0.826 |
| inverters | 226 | 851 | 0.681 |
| repair buffers | 1897 | 17300 | 13.9 |
| well taps | 6450 | 8070 | 6.46 |
| flip-flops and latches | 1161 | 33500 | 26.8 |
| clock buffers | 179 | 3910 | 3.13 |
| multi-input cells | 8169 | 60100 | 48.1 |
| diodes | 55 | 138 | 0.110 |
path summary, 6_finish.rpt:
check,from,to,slack (ps),cells after the start
worst max-delay path,idata[16],iaddr[29],8600,63
worst min-delay path,dwdata_q[1],dwdata_q[1],460,2
worst max register to register,register_file[31][26],iaddr[29],16130,55
worst min register to register,dwdata_q[1],dwdata_q[1],460,2
No activity file was given, so power comes from the tool's default toggle rates.
